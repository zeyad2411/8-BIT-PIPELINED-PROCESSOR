**/design/flow/config.mk**
```make
export PLATFORM = sky130hd
export DESIGN_NAME = processor_ALU
export DESIGN_NICKNAME = processor_ALU
export VERILOG_FILES = /design/flow/design.v
export SDC_FILE = /design/flow/constraint.sdc
export NUM_CORES = 4
export LEC_CHECK = 1
export CORE_AREA = 10 10 70 70
export DIE_AREA = 0 0 80 80
```
**/design/flow/constraint.sdc**
```tcl
current_design processor_ALU

set clk_period 5.1
set clk_io_pct 0.2

create_clock -name clk0 -period $clk_period

set non_clock_inputs [all_inputs -no_clocks]
set_input_delay [expr $clk_period * $clk_io_pct] -clock clk0 $non_clock_inputs
set_output_delay [expr $clk_period * $clk_io_pct] -clock clk0 [all_outputs]
```
**/design/flow/design.v**
```verilog
module processor_ALU(
input wire [5:0] control_sig, 
input wire [7:0] op1,op2, 
input wire carryin,
output wire [7:0] result,
output wire carryout
);
wire [7:0] Ar,Br;
wire [7:0] all_ones   = 8'b11111111;
wire [7:0] all_zeroes = 8'b00000000;
wire [7:0] arithmetic_helper;
MUX_2_1 arithmetic_mux 
(.A(all_ones),.B(all_zeroes),
.control(control_sig[4]), 
.out(arithmetic_helper)); 
wire [7:0] num_invert;
MUX_2_1 num_inverted
(.A(op2),.B(~op2),
.control(control_sig[4]), 
.out(num_invert));
wire [7:0] Ra_mux;
MUX_2_1 Ra_multiplexer
(.A(op1),.B(all_ones),
.control(control_sig[5]), 
.out(Ra_mux));
MUX_4_1 Ar_MUX(
    .A(op1),
    .B(arithmetic_helper),
    .C(Ra_mux),
    .D(op1),
    .control(control_sig[1:0]),.out(Ar));
MUX_4_1 Br_MUX(
    .A(num_invert),
    .B(op2),
    .C(num_invert),
    .D(arithmetic_helper),
    .control(control_sig[1:0]),.out(Br));
wire [7:0] adder_out;
ADDER 
#(.BUS_SIZE(8)) 
ALU_ADDER 
(.op1(Ar),.op2(Br),.carryin(carryin),.out(adder_out),.carryout(carryout));
wire [7:0] logic_out,and_res,or_res;
assign and_res =op1 & op2;
assign or_res = op1 | op2;
MUX_2_1 LOGIC_MUX(.A(and_res),.B(or_res),.control(control_sig[2]),.out(logic_out));
MUX_2_1 out_mux(.A(adder_out),.B(logic_out),.control(control_sig[3]),.out(result));
endmodule
module MUX_2_1 
  #(parameter BUS_SIZE = 8)(
    input wire [BUS_SIZE-1:0] A,B,
input wire control,
    output wire [BUS_SIZE-1:0] out
); 
assign out = control? B : A;
endmodule
module MUX_4_1 
  #(parameter BUS_SIZE = 8)(
    input wire [BUS_SIZE-1:0] A,B,C,D,
input wire [1:0] control,
    output wire [BUS_SIZE-1:0] out
);
  wire [BUS_SIZE-1:0] firstout,secondout;
MUX_2_1 firstmux
(.A(A),.B(B),
.control(control[0]),
.out(firstout));
MUX_2_1 secondmux
(.A(C),.B(D),
.control(control[0]),
.out(secondout));
MUX_2_1 thirdmux
(.A(firstout),.B(secondout),
.control(control[1]),
.out(out));
endmodule
module ADDER
#(parameter
BUS_SIZE = 8 
)(
input wire [BUS_SIZE-1:0] op1,op2,
input wire carryin,
output wire [BUS_SIZE-1:0] out,
output wire carryout
);
wire carry[BUS_SIZE-1:0];
generate
FULL_ADDER First_bit(.A(op1[0]),.B(op2[0]),.carryin(carryin),.cout(carry[0]),.sum(out[0]));
genvar i;
for (i=1;i<BUS_SIZE;i = i+1) begin
FULL_ADDER myFA(.A(op1[i]),.B(op2[i]),.carryin(carry[i-1]),.cout(carry[i]),.sum(out[i]));
end
endgenerate
assign carryout = carry[BUS_SIZE-1];
endmodule
module HALF_ADDER
(
input wire A,B,
output wire sum,cout
);
assign sum = A^B;
assign cout = A&B;
endmodule
module FULL_ADDER
(
input wire A,B,carryin,
output wire sum,cout
);
wire w1,w2,w3;
HALF_ADDER 
first(.A(A),.B(B),.sum(w1),.cout(w2));
HALF_ADDER
second(.A(carryin),.B(w1),.sum(sum),.cout(w3));
assign cout = w2 | w3;
endmodule
```
**/design/flow/run.sh**
```bash
#!/bin/bash
# OpenROAD 26Q1-2900-gdf79404cd8, Yosys 0.63+post, stock flow scripts
make -C /OpenROAD-flow-scripts/flow DESIGN_CONFIG=/design/flow/config.mk WORK_HOME=/design/flow/orfs finish
```
==> qor.yml <==
status: "finished with violations"
failed_checks: "setup timing"
n_clock_buffer: 0
wl_per_cell_um: 13.53
largest_area_cell: "fa_1"
finalWirelength_um: 2490
vias: 902
cp-start-kind: "primary input"
worst-endpoint-arrival_ns: 4.36
die_area_um2: 6400
gp_routability_congestion: 0.8796
wl_met3_um: 223
comb_power_share: 1.000
antenna_found_initial: 0
grt_pass1_vias: 925
cpLargestDelayFamily: "adder cells"
rsz0062_at_grt: "yes"
finalSetupTns_ns: -0.6748
die_y_um: 80
met1Wirelength_um: 1229
slew_violations: 0
timing.critical_path.cells: "buf_8, or3b_4, o211a_1, fa_2, fa_2, fa_2, fa_2, inv_2, fa_2, fa_2, fa_2, fa_1, inv_1, o22ai_1, buf_2"
power_leakage_nw: 0.4601
critPathBufInv: 4
dr.max_layer_used: "met3"
synth_cell_types: 19
fillers: 380
row_count: 21
dp_hpwl_um: 1934
firstDrtPassIters: 4
cellInternalPower_w: 0.00007852
period_needed_ns: 5.384
yosysMostFrequentCell: "a21oi_1"
via_per_inst: 4.902
setup_slack_ns: -0.2840
io_buffers: 32
dpl-instance-area_um2: 1146
dp_slack_ns: -1.036
warning_count: 35
slew_headroom: 0.6219
crit_path_max_fanout: 2
drt_iter0_drc: 49
setup_viol_count_final: 3
ys_area_um2: 732.0
switchingPower_w: 0.00005773
report.final.hold_viol_count: 0
top_cells_by_count: "a21oi_1 (20), nand2_1 (12), fa_1 (8), nand3b_1 (8), o21ai_0 (8)"
area_delta_synth_final_pct: 58.97
grt_overflow: 0
cts-hold-fix-buffers: 0
peakVddDrop_v: 0.00004449
synth_seq_share: 0
design_area_um2: 1164
crit_type: "primary input to output pin"
cap_violations: 0
core-area_um2: 3416
seqPwrFrac: 0
slowest_stage: "or3b_4"
cp_data_required_time_ns: 4.08
wl_met2_um: 1038
flops: 0
crit_top_cell: "fa_2"
diodes: 0
pin_count: 32
top_cells_by_area: "fa_1 (22%), a21oi_1 (14%), nand3b_1 (8.2%)"
layout-drive-gt1-share: 0.2681
tightest_slew_ns: 0.5654
hold-worst-slack_ns: 2.714
powerDensity_nw_per_um2: 117.1
ys_warn_count: 1
drc_errors: 0
end_kind: "output pin"
cp_slowest_stage_delay_ns: 0.40
netlist_area_um2: 732.0
grt_pass1_wl_um: 4312
yosys.area.top_type_share: 0.2188
power_frac_clock: 0
ys_cells: 104
fmax_ghz: 0.1857
grt_max_degree: 22
syn_inst: 104
seq_area_um2: 0
period_used_share: 1.056
grt_usage: 0.08011
fp_util: 0.2143
ant_nets: 0
power.total_w: 0.0001363
avgSynthCellArea_um2: 7.038
power.share.switching: 0.4237
hold_path.class: "primary input to output pin"
die_w_um: 80
==> worst paths after layout <==
check / start / end / cells past startpoint
setup / recovery: control_sig[4] / result[7] / 15
hold / removal: op2[0] / result[0] / 4
==> what timing repair did <==
item                                    in CTS  in global routing
endpoints found under the setup margin       6                  4
pin swaps                                   10                  5
cloned                                       0                  0
gates resized                               33                  5
setup buffers                                3                  0
==> power by group through the flow <==
stage	registers [W]	logic (W)	clock network [W]
CTS	0	0.000137	0
global route	0	0.000159	0
finish	0	0.000136	0
==> layout by cell type (no fill, tap or decap) <==
cell type and n:
inv_2 3, buf_2 3, clkbuf_2 1, o21ai_0 8, buf_4 13, dlymetal6s2s_1 1
o22ai_1 4, o221a_2 4, inv_1 3, o211ai_1 4, a31oi_1 4, buf_6 3
or3b_4 1, clkdlybuf4s50_1 20, a21oi_2 1, nand2_1 12, fa_2 7, nand2b_1 1
a21oi_1 19, o211a_1 4, o221ai_1 4, buf_8 1, fa_1 1, dlygate4sd2_1 4
nor2b_1 4, nand3b_1 8
==> routing by layer <==
| metal | vias to the layer above | track usage |
|---|---|---|
| li1 | 458 | - |
| met1 | 413 | 0.1101 |
| met2 | 31 | 0.1260 |
| met3 | 0 | 0.02727 |
| met4 | 0 | 0 |
| met5 | - | 0 |
==> kinds of logic (layout without fill, tap and decap cells) <==
group	after synthesis	after routing	synth area share
adder cells (fa/ha/maj)	8	8	0.2188
buffers and inverters	18	52	0.1179
AND/OR/NAND/NOR	26	26	0.1983
AND-OR/OR-AND	52	52	0.4649
==> layout make-up <==
type | instances | area, um^2 | share of cell area
tap | 46 | 57.56 | 0.04946
inverter | 6 | 22.52 | 0.01935
multi-input combinational | 86 | 669.4 | 0.5753
timing repair buffer | 46 | 414.1 | 0.3559
==> metrics by stage <==
step / utilization / cells
after global placement: 0.3355 / 181
after global routing: 0.3407 / 184
after CTS: 0.3410 / 184
after floorplan: - / 104
after detailed placement: 0.3355 / 181
final: 0.3407 / 184
Power and IR drop assume default switching activity.
