--- design.v ---
module MUX_2_1 
  #(parameter BUS_SIZE = 8)(
    input wire [BUS_SIZE-1:0] A,B,
input wire control,
    output wire [BUS_SIZE-1:0] out
); 
assign out = control? B : A;
endmodule
module MUX_4_1 
  #(parameter BUS_SIZE = 8)(
    input wire [BUS_SIZE-1:0] A,B,C,D,
input wire [1:0] control,
    output wire [BUS_SIZE-1:0] out
);
  wire [BUS_SIZE-1:0] firstout,secondout;
MUX_2_1 firstmux
(.A(A),.B(B),
.control(control[0]),
.out(firstout));
MUX_2_1 secondmux
(.A(C),.B(D),
.control(control[0]),
.out(secondout));
MUX_2_1 thirdmux
(.A(firstout),.B(secondout),
.control(control[1]),
.out(out));
endmodule
module ADDER
#(parameter
BUS_SIZE = 8 
)(
input wire [BUS_SIZE-1:0] op1,op2,
input wire carryin,
output wire [BUS_SIZE-1:0] out,
output wire carryout
);
wire carry[BUS_SIZE-1:0];
generate
FULL_ADDER First_bit(.A(op1[0]),.B(op2[0]),.carryin(carryin),.cout(carry[0]),.sum(out[0]));
genvar i;
for (i=1;i<BUS_SIZE;i = i+1) begin
FULL_ADDER myFA(.A(op1[i]),.B(op2[i]),.carryin(carry[i-1]),.cout(carry[i]),.sum(out[i]));
end
endgenerate
assign carryout = carry[BUS_SIZE-1];
endmodule
module HALF_ADDER
(
input wire A,B,
output wire sum,cout
);
assign sum = A^B;
assign cout = A&B;
endmodule
module FULL_ADDER
(
input wire A,B,carryin,
output wire sum,cout
);
wire w1,w2,w3;
HALF_ADDER 
first(.A(A),.B(B),.sum(w1),.cout(w2));
HALF_ADDER
second(.A(carryin),.B(w1),.sum(sum),.cout(w3));
assign cout = w2 | w3;
endmodule
module Processor_Reg_File(
input wire [1:0] ra_add,rb_add,
input wire clk,
input wire [7:0] IN_port,IN_mem,
input wire [3:0] opcode, 
input wire [3:0] cu_input, 
input wire [3:0] flags,
input wire rb_en,ra_en,flags_en,
input wire [7:0] ALU_result,
output reg [7:0] ra_out,rb_out
);
wire [7:0] Rb_feed; 
reg [7:0] R[0:3]; 
reg CCR [0:3]; 
always @(posedge clk) begin
ra_out <=R[ra_add];
rb_out <=R[rb_add];
if(rb_en) begin
	R[rb_add] <= Rb_feed;
end
else if(ra_en) begin
	R[ra_add] <= ALU_result; 
end
if(flags_en) begin
	{CCR[3],CCR[2],CCR[1],CCR[0]} <= flags;
end
end
wire [7:0] imm_val;
assign imm_val = {opcode,rb_add,ra_add};
wire [7:0]Rb_in_mux; 
MUX_4_1 Rb_sources(
.A(IN_mem), 
.B(IN_port), 
.D(ALU_result), 
.C(imm_val), 
.control(cu_input[1:0]), 
.out(Rb_in_mux)
);
wire [7:0] Rb_in_shift; 
MUX_2_1 Rb_shift(
.A({R[rb_add][6:0],CCR[2]}),  
.B({CCR[2],R[rb_add][7:1]}),  
.control(cu_input[2]),
.out(Rb_in_shift)
);
MUX_2_1 Rb_shift_input(
.A(Rb_in_mux),  
.B(Rb_in_shift), 
.control(cu_input[3]),
.out(Rb_feed)
);
endmodule
--- run.sh ---
#!/bin/bash
# OpenROAD 26Q1-2900-gdf79404cd8, Yosys 0.63+post, stock flow scripts
make -C /OpenROAD-flow-scripts/flow DESIGN_CONFIG=/design/flow/config.mk WORK_HOME=/design/flow/orfs finish
--- config.mk ---
export PLATFORM = sky130hd
export DESIGN_NAME = Processor_Reg_File
export DESIGN_NICKNAME = Processor_Reg_File
export VERILOG_FILES = /design/flow/design.v
export SDC_FILE = /design/flow/constraint.sdc
export NUM_CORES = 4
export LEC_CHECK = 1
export CORE_UTILIZATION = 40
--- constraint.sdc ---
current_design Processor_Reg_File

set clk_period 3.4
set clk_io_pct 0.2

create_clock -name clk0 -period $clk_period [get_ports {clk}]

set non_clock_inputs [all_inputs -no_clocks]
set_input_delay [expr $clk_period * $clk_io_pct] -clock clk0 $non_clock_inputs
set_output_delay [expr $clk_period * $clk_io_pct] -clock clk0 [all_outputs]
==> results.py <==
# Synthesis and PnR figures
metrics = {
    "status": {
        "status": "completed",
    },
    "final_timing": {
        "skew_ps": 4.45,
        "post-route-period-util_pct": 79.0,
        "fmax_mhz": 372,
        "report.final.slew_viol_count": 0,
        "rsz0062_at_grt": "false",
        "period_needed_ps": 2690,
        "finalSetupViolCount": 0,
        "relSlewSlack_pct": 53.6,
        "tns_ps": 0,
        "hold_viol": 0,
        "tightest_slew_ps": 694,
    },
    "synthesis": {
        "yosys_cells": 172,
        "synth_seq_share_pct": 54.6,
        "largest_area_cell": "edfxtp_1",
        "yosysUniqueCellTypes": 25,
        "syn_area_um2": 2400,
        "numSynthFlops": 49,
        "yosys_warnings": 2,
        "top_area_share_pct": 41.3,
        "postSynthCellCount": 172,
        "topCellsByArea": "edfxtp_1 (41%), mux4_2 (16%), dfxtp_1 (13%), mux2i_1 (9.6%), nand2_1 (2.3%)",
        "syn_area_per_cell_um2": 14.0,
        "yosys_area_um2": 2400,
    },
    "floorplanning": {
        "fp_util_pct": 42.5,
        "io_pins": 60,
        "die_h_um": 79.5,
        "rows": 27,
        "design.core.area_um2": 5640,
        "die_area_um2": 6310,
        "fp.dieW_um": 79.5,
    },
    "clock_tree": {
        "cts_root_buf": "clkbuf_8",
        "cts_made_buffers": 5,
        "cts_buffer_depth": 2,
        "cts_hold_buf": 0,
        "cts_setup_buffers": 0,
        "clk_latency_ps": 300,
        "cts_tree": "built",
        "cts_resized": 0,
        "cts_sinks": 49,
        "ctsHtreeMaxLevel": 2,
        "clkSlewWorstSetupHoldPaths_ps": 80,
    },
    "detailed_routing": {
        "first_iter_violations": 118,
        "first_pass_iters": 4,
        "detail-route-antenna-nets": 0,
        "wirelength_mm": 5.56,
        "drcViolationCount": 0,
        "num_vias": 1698,
        "routed_via_density": 5.62,
        "antenna-diode-count": 0,
        "wl_per_cell_um": 18.4,
    },
    "layout": {
        "lay_top_count": "clkdlybuf4s50_1",
        "syn_to_final_growth_pct": 30.2,
        "fin_area_um2": 3120,
        "drive_gt1_share_pct": 14.8,
        "fillCellCount": 466,
        "final_cell_mix": "clkdlybuf4s50_1 (56), edfxtp_1 (33), mux2i_1 (23)",
    },
    "grt": {
        "grt_max_degree": 16,
        "grt_pass1_vias": 1650,
        "track_usage_pct": 20.3,
        "grt.overflow.total": 0,
        "grt_pass1_wl_mm": 8.80,
        "antenna_found_initial": 0,
    },
    "worst_setup_path": {
        "worstPathArrival_ps": 2740,
        "crit_type": "input pin to register",
        "path_max_fanout": 12,
        "cp.required_ps": 3450,
        "crit_path_end_kind": "register",
        "startpoint_type": "input pin",
    },
    "power_and_ir_drop": {
        "total_power_w": 0.00129,
        "p_leak_nw": 1.12,
        "vdd_drop_max_uv": 182,
        "power_density_nw_per_um2": 413,
    },
    "run": {
        "maxCapViolations": 0,
        "warnings": 28,
    },
    "min_path": {
        "hp-class": "register to register",
    },
    "place": {
        "hpwl_mm": 4.17,
        "port_buffers": 56,
        "routabilityCongestion": 0.978,
        "postPlaceCellArea_um2": 3040,
    },
}
critical path, stage by stage:
cell	delay [ps]
clkdlybuf4s50_1	780
buf_4	310
mux2i_1	160
a22oi_1	180
nand4_1	170
a31oi_1	450
sequential cells by signal (all words and copies together), names as in the netlist:
signal  flops
R          32
rb_out      8
CCR         1
ra_out      8
Yosys cell counts:
master,number
edfxtp_1,33
mux2i_1,23
mux4_2,17
dfxtp_1,16
nand2_1,15
nor2_1,12
nand2b_1,7
a22oi_1,6
a31oi_1,6
nand4_1,6
buf_2,4
clkbuf_1,4
nor2b_1,4
a211oi_2,3
buf_4,3
nand3_1,2
nand3b_1,2
o31ai_1,2
a211oi_1,1
a21o_1,1
and2_1,1
buf_1,1
buf_6,1
nor4b_1,1
o21ai_1,1
cells by family after synthesis:
| logic type | synth area share (%) |
|---|---|
| compound gates | 6.47 |
| buf+inv | 3.02 |
| mux | 25.5 |
| simple gates | 10.3 |
| flops | 54.6 |
cell type report:
type                       count  area (um2)  area share (%)
sequential                    49        1310            42.0
tap                           72        90.1            2.88
timing repair buffer          64         621            19.9
multi-input combinational    110        1020            32.5
clock buffer                   7        86.3            2.76
layer usage:
layer | track usage, % | up-vias | share of wire, %
li1 | - | 783 | -
met1 | 29.7 | 807 | 40
met2 | 33.2 | 102 | 49
met3 | 5.92 | 6 | 9.5
met4 | 1.82 | 0 | 1.1
met5 | 0 | - | 0
power breakdown:
part           leakage [nW]  internal [W]  switching (W)
clock                0.0443      0.000162       0.000176
sequential            0.440      0.000691      0.0000148
combinational         0.636      0.000142       0.000104
path summary, 6_finish.rpt:
path / startpoint / end / slack, ps / depth (start not counted)
hold reg to reg: R[2][5] / ra_out[5] / 590 / 1
hold / removal: R[2][5] / ra_out[5] / 590 / 1
setup reg to reg: R[3][6] / R[2][7] / 1740 / 4
setup / recovery: rb_add[0] / R[3][4] / 710 / 6
per-stage QoR:
stage	setup slack, ps	std cells	hold WS (ps)	utilization, %
after CTS	741	302	593	55.4
after global routing	578	302	604	55.4
after detailed placement	426	295	574	53.8
final	715	302	588	55.4
after floorplan	1250	172	532	-
after global placement	496	295	562	53.8
Power and IR drop assume default switching activity.
